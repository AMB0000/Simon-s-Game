==> design/flow/design.v <==
module button_debouncer (
    input wire clk,
    input wire rst_n,
    input wire btn_in,
    output reg btn_pulse
);
    localparam DEBOUNCE_MAX = 50_000;
    reg [15:0] counter_reg;
    reg [1:0] sync_ff;
    reg debounced_level;
    reg last_debounced_level;
    always @(posedge clk or negedge rst_n) begin
        if (!rst_n) begin
            counter_reg <= 0;
            sync_ff <= 2'b00;
            debounced_level <= 1'b0;
            last_debounced_level <= 1'b0;
            btn_pulse <= 1'b0;
        end else begin
            btn_pulse <= 1'b0;
            sync_ff <= {sync_ff[0], btn_in};
            if (counter_reg == DEBOUNCE_MAX) begin
                counter_reg <= 0;
                last_debounced_level <= debounced_level;
                if (sync_ff == 2'b11) begin
                    debounced_level <= 1'b1;
                    if (last_debounced_level == 1'b0) begin
                        btn_pulse <= 1'b1;
                    end
                end else if (sync_ff == 2'b00) begin
                    debounced_level <= 1'b0;
                end
            end else begin
                counter_reg <= counter_reg + 1;
            end
        end
    end
endmodule
module clock_divider #(
    parameter CLK_FREQ    = 50_000_000,
    parameter TARGET_FREQ = 1
) (
    input  wire clk,
    input  wire rst_n,
    output reg  tick
);
    localparam MAX_COUNT = (CLK_FREQ / TARGET_FREQ) - 1;
    function integer clog2;
        input integer value;
        integer i;
        begin
            clog2 = 0;
            for (i = value-1; i > 0; i = i >> 1)
                clog2 = clog2 + 1;
        end
    endfunction
    localparam COUNTER_WIDTH = clog2(MAX_COUNT+1);
    reg [COUNTER_WIDTH-1:0] counter_reg;
    always @(posedge clk or negedge rst_n) begin
        if (!rst_n) begin
            counter_reg <= 0;
            tick <= 1'b0;
        end else begin
            tick <= 1'b0;
            if (counter_reg == MAX_COUNT) begin
                counter_reg <= 0;
                tick <= 1'b1;
            end else begin
                counter_reg <= counter_reg + 1;
            end
        end
    end
endmodule
module game_fsm (
    input wire clk,
    input wire rst_n,
    input wire tick_100hz,
    input wire btn_0_p,
    input wire btn_1_p,
    input wire btn_2_p,
    input wire btn_3_p,
    input wire [1:0] lfsr_data,
    output reg mem_write_en,
    output reg [5:0] mem_addr,
    output reg [1:0] mem_data_in,
    input wire [1:0] mem_data_out,
    output reg [3:0] game_leds,
    output reg led_success,
    output reg led_fail,
    output reg [3:0] score_out
);
    localparam S_IDLE        = 4'b0000;
    localparam S_LEVEL_UP    = 4'b0001;
    localparam S_SHOW_DELAY  = 4'b0010;
    localparam S_SHOW_LED_ON = 4'b0011;
    localparam S_SHOW_LED_OFF= 4'b0100;
    localparam S_WAIT_INPUT  = 4'b0101;
    localparam S_CHECK_INPUT = 4'b0110;
    localparam S_SUCCESS     = 4'b0111;
    localparam S_FAIL        = 4'b1000;
    localparam S_FAIL_WAIT   = 4'b1001;
    reg [3:0] current_state;
    reg [7:0] timer_reg;
    reg [5:0] score_reg;
    reg [5:0] index_reg;
    reg [1:0] expected_color;
    wire any_btn_p = btn_0_p || btn_1_p || btn_2_p || btn_3_p;
    always @(posedge clk or negedge rst_n) begin
        if (!rst_n) begin
            current_state <= S_IDLE;
            timer_reg     <= 0;
            score_reg     <= 0;
            index_reg     <= 0;
            mem_write_en  <= 1'b0;
            mem_addr      <= 0;
            mem_data_in   <= 0;
            game_leds     <= 4'b0000;
            led_success   <= 1'b0;
            led_fail      <= 1'b0;
            score_out     <= 0;
        end else if (tick_100hz) begin
            mem_write_en <= 1'b0;
            led_success  <= 1'b0;
            led_fail     <= 1'b0;
            case (current_state)
                S_IDLE: begin
                    game_leds <= 4'b0000;
                    if (any_btn_p) begin
                        score_reg <= 0;
                        index_reg <= 0;
                        current_state <= S_LEVEL_UP;
                    end
                end
                S_LEVEL_UP: begin
                    mem_data_in  <= lfsr_data;
                    mem_addr     <= score_reg;
                    mem_write_en <= 1'b1;
                    score_reg    <= score_reg + 1;
                    index_reg    <= 0;
                    timer_reg    <= 0;
                    current_state <= S_SHOW_DELAY;
                end
                S_SHOW_DELAY: begin
                    if (timer_reg == 50) begin
                        current_state <= S_SHOW_LED_ON;
                    end else begin
                        timer_reg <= timer_reg + 1;
                    end
                end
                S_SHOW_LED_ON: begin
                    mem_addr <= index_reg;
                    expected_color <= mem_data_out;
                    case (mem_data_out)
                        2'b00: game_leds <= 4'b0001;
                        2'b01: game_leds <= 4'b0010;
                        2'b10: game_leds <= 4'b0100;
                        2'b11: game_leds <= 4'b1000;
                    endcase
                    timer_reg <= 0;
                    current_state <= S_SHOW_LED_OFF;
                end
                S_SHOW_LED_OFF: begin
                    if (timer_reg == 50) begin
                        game_leds <= 4'b0000;
                        if (index_reg == score_reg - 1) begin
                            index_reg <= 0;
                            current_state <= S_WAIT_INPUT;
                        end else begin
                            index_reg <= index_reg + 1;
                            current_state <= S_SHOW_LED_ON;
                        end
                    end else begin
                        timer_reg <= timer_reg + 1;
                    end
                end
                S_WAIT_INPUT: begin
                    if (any_btn_p) begin
                        mem_addr <= index_reg;
                        current_state <= S_CHECK_INPUT;
                    end
                end
                S_CHECK_INPUT: begin
                    expected_color <= mem_data_out;
                    if ((btn_0_p && mem_data_out != 2'b00) ||
                        (btn_1_p && mem_data_out != 2'b01) ||
                        (btn_2_p && mem_data_out != 2'b10) ||
                        (btn_3_p && mem_data_out != 2'b11)) begin
                        current_state <= S_FAIL;
                    end else begin
                        if (index_reg == score_reg - 1) begin
                            current_state <= S_SUCCESS;
                        end else begin
                            index_reg <= index_reg + 1;
                            current_state <= S_WAIT_INPUT;
                        end
                    end
                end
                S_SUCCESS: begin
                    led_success <= 1'b1;
                    timer_reg <= 0;
                    score_out <= score_reg[3:0];
                    current_state <= S_LEVEL_UP;
                end
                S_FAIL: begin
                    led_fail <= 1'b1;
                    game_leds <= 4'b1111;
                    timer_reg <= 0;
                    score_reg <= 0;
                    score_out <= 0;
                    current_state <= S_FAIL_WAIT;
                end
                S_FAIL_WAIT: begin
                    led_fail <= 1'b1;
                    game_leds <= (timer_reg[3]) ? 4'b1111 : 4'b0000;
                    if (timer_reg == 100) begin
                        current_state <= S_IDLE;
                    end else begin
                        timer_reg <= timer_reg + 1;
                    end
                end
                default: begin
                    current_state <= S_IDLE;
                end
            endcase
        end
    end
endmodule
module lfsr (
    input wire clk,
    input wire rst_n,
    input wire tick,
    output wire [7:0] data_out
);
    reg [7:0] lfsr_reg;
    wire feedback_bit;
    assign feedback_bit = lfsr_reg[7] ^ lfsr_reg[5] ^ lfsr_reg[4] ^ lfsr_reg[3];
    always @(posedge clk or negedge rst_n) begin
        if (!rst_n) begin
            lfsr_reg <= 8'hA1;
        end else if (tick) begin
            lfsr_reg <= {feedback_bit, lfsr_reg[7:1]};
        end
    end
    assign data_out = lfsr_reg;
endmodule
module pattern_memory (
    input wire clk,
    input wire write_en,
    input wire [5:0] addr,
    input wire [1:0] data_in,
    output wire [1:0] data_out
);
    reg [1:0] memory_array [0:63];
    assign data_out = memory_array[addr];
    always @(posedge clk) begin
        if (write_en) begin
            memory_array[addr] <= data_in;
        end
    end
endmodule
module seven_seg (
    input wire [3:0] num_in,
    output reg [6:0] seg_out
);
    always @(*) begin
        case (num_in)
            4'h0: seg_out = 7'b1000000;  
            4'h1: seg_out = 7'b1111001;  
            4'h2: seg_out = 7'b0100100;  
            4'h3: seg_out = 7'b0110000;  
            4'h4: seg_out = 7'b0011001;  
            4'h5: seg_out = 7'b0010010;  
            4'h6: seg_out = 7'b0000010;  
            4'h7: seg_out = 7'b1111000;  
            4'h8: seg_out = 7'b0000000;  
            4'h9: seg_out = 7'b0010000;  
            4'hA: seg_out = 7'b0001000;  
            4'hB: seg_out = 7'b0000011;  
            4'hC: seg_out = 7'b1000110;  
            4'hD: seg_out = 7'b0100001;  
            4'hE: seg_out = 7'b0000110;  
            4'hF: seg_out = 7'b0001110;  
            default: seg_out = 7'b1111111;
        endcase
    end
endmodule
module simon_top (
    input wire CLOCK_50,
    input wire [0:0] KEY,     
    input wire [3:0] SW,      
    output wire [9:0] LEDR,
    output wire [6:0] HEX0    
);
    wire rst_n = KEY[0];
    wire tick_100hz;
    wire btn_0_pulse;
    wire btn_1_pulse;
    wire btn_2_pulse;
    wire btn_3_pulse;
    wire [7:0] lfsr_out;
    wire mem_write_en;
    wire [5:0] mem_addr;
    wire [1:0] mem_data_in;
    wire [1:0] mem_data_out;
    wire [3:0] game_leds_out;
    wire led_success_out;
    wire led_fail_out;
    wire [3:0] score_out_fsm;
    clock_divider #(
        .CLK_FREQ(50_000_000),
        .TARGET_FREQ(100)
    ) fsm_ticker (
        .clk(CLOCK_50),
        .rst_n(rst_n),
        .tick(tick_100hz) 
    );
    button_debouncer debouncer_0 (.clk(CLOCK_50), .rst_n(rst_n), .btn_in(SW[0]), .btn_pulse(btn_0_pulse));
    button_debouncer debouncer_1 (.clk(CLOCK_50), .rst_n(rst_n), .btn_in(SW[1]), .btn_pulse(btn_1_pulse));
    button_debouncer debouncer_2 (.clk(CLOCK_50), .rst_n(rst_n), .btn_in(SW[2]), .btn_pulse(btn_2_pulse));
    button_debouncer debouncer_3 (.clk(CLOCK_50), .rst_n(rst_n), .btn_in(SW[3]), .btn_pulse(btn_3_pulse));
    lfsr lfsr_inst (
        .clk(CLOCK_50),
        .rst_n(rst_n),
        .tick(tick_100hz),
        .data_out(lfsr_out)
    );
    pattern_memory mem_inst (
        .clk(CLOCK_50),
        .write_en(mem_write_en),
        .addr(mem_addr),
        .data_in(mem_data_in),
        .data_out(mem_data_out)
    );
    game_fsm the_game (
        .clk(CLOCK_50),
        .rst_n(rst_n),
        .tick_100hz(tick_100hz),
        .btn_0_p(btn_0_pulse),
        .btn_1_p(btn_1_pulse),
        .btn_2_p(btn_2_pulse),
        .btn_3_p(btn_3_pulse),
        .lfsr_data(lfsr_out[1:0]),
        .mem_write_en(mem_write_en),
        .mem_addr(mem_addr),
        .mem_data_in(mem_data_in),
        .mem_data_out(mem_data_out),
        .game_leds(game_leds_out),
        .led_success(led_success_out),
        .led_fail(led_fail_out),
        .score_out(score_out_fsm)
    );
    seven_seg score_display (
        .num_in(score_out_fsm),
        .seg_out(HEX0)
    );
    assign LEDR[3:0] = game_leds_out;    
    assign LEDR[8]   = led_success_out;  
    assign LEDR[9]   = led_fail_out;     
    assign LEDR[7:4] = 4'b0000;
endmodule
==> design/flow/run.sh <==
#!/bin/bash
# OpenROAD 26Q1-2900-gdf79404cd8, Yosys 0.63+post, stock flow scripts
make -C /OpenROAD-flow-scripts/flow DESIGN_CONFIG=/design/flow/config.mk WORK_HOME=/design/flow/orfs finish
==> design/flow/config.mk <==
export PLATFORM = sky130hd
export DESIGN_NAME = simon_top
export DESIGN_NICKNAME = simon_top
export VERILOG_FILES = /design/flow/design.v
export SDC_FILE = /design/flow/constraint.sdc
export NUM_CORES = 4
export LEC_CHECK = 1
export CORE_UTILIZATION = 30
==> design/flow/constraint.sdc <==
current_design simon_top

set clk_period 4.9
set clk_io_pct 0.2

create_clock -name clk0 -period $clk_period [get_ports {CLOCK_50}]

set non_clock_inputs [all_inputs -no_clocks]
set_input_delay [expr $clk_period * $clk_io_pct] -clock clk0 $non_clock_inputs
set_output_delay [expr $clk_period * $clk_io_pct] -clock clk0 [all_outputs]
==> Changelog: implementation <==
## Implementation

* Status: complete, no violations
* Reg clk slew, reported paths at 60 ps
* Max reg flops at 128
* Final core occ at 0.349
* Resized Gates After CTS at 0
* Pin count of the biggest net entering global routing at 66
* Crit path kind: reg -> reg
* # Cells Yosys at 1134
* Pwr dens at 331 nW/um^2
* Slew Viols, Final at 0
* Die Height at 212 um
* Reg2reg end: the_game.index_reg[1]$_DFFE_PN0P_
* Yosys top cell by area: dfrtp_1
* Top-area cell share at 0.296
* Reg-to-Reg Start: the_game.mem_addr[0]$_DFFE_PN0P_
* Post-Synthesis Cell Area at 13300 sq um
* Synth warn at 6
* First-pass GRT wire length at 44.2 mm
* Initial antenna violation count at 0
* Via count at 8514
* Post-route ant nets at 0
* # diodes at 0
* Min-delay worst type: in -> async
* Crit path max fanout at 23
* Leak at 0.00546 uW
* Count of hold-fix buffers inserted at cts at 0
* Final min period at 3640 ps
* Core Rows at 76
* Setup bufs post-CTS at 0
* Setup violations, final at 0
* DRC Markers at 0
* Worst Setup End Kind: flop
* Number of global-route vias before repair at 8554
* Core Box Area at 43400 sq um
* Latency at later pin at 570 ps
* Final WL at 26.2 mm
* Final period util at 0.742
* OpenROAD warnings at 37
* CTS Buf Count at 31
* Sink Count at 289
* 1st-iter DRT viols at 544
* P&R area growth vs syn at 14.0%
* GPL Wtd Cong at 0.853
* Clk_skew at 10.0 ps
* Slew margin rel. at 0.445
* Peak VDD IR at 0.261 mV
* Number of synthesized flops with an enable pin at 128
* Fillers at 4197
* Distinct lib cells at 67
* RSZ-0062 raised after global routing: false
* Final hold violations at 0
* WL per Instance at 14.9 um
* Total global routing overflow at 0
* Longest Clk Path Bufs at 3
* Flops after synth at 289
* Ys flop type: dfrtp_1
* Worst R2R Setup Slack at 1260 ps
* CTS root buf: clkbuf_16
* CTS tree: yes
* Max Cap Viol at 0
* CP startpoint: the_game.mem_addr[0]$_DFFE_PN0P_
* DPL Wire Length at 16.8 mm
* Worst-Margin Slew at 826 ps
* CTS H-tree lvls at 1
* Fraction of registers with async set/reset at 0.557
* Post-synthesis cell count at 1134
* Chip Area, Yosys at 13300 sq um
* Post-synth seq share at 0.594
* Setup TNS Final at 0 ps
* Top cells, area: dfrtp_1, edfxtp_1, nor2_1, mux2i_1, mux4_2
* 1st-pass router iterations at 5
* Die X at 212 um
* Die ar. at 45100 sq um
* F_max at 0.275 GHz
* Total GRT Usage at 0.127
* I/O Buffers at 18
* Critical Path AT at 4090 ps
* Type of origin of the critical path: flop
* Ports at 23
* Average cell area after synthesis at 11.7 sq um
* Core Util at FP at 0.306
* Via density at 4.84
* Reg2Reg Depth at 9
* Layout cells sized above 1 at 0.101
* CP required at 5360 ps
Yosys cell counts, drive strengths merged (7+ instances only):
cell type	number
o31ai	12
nor4	9
mux2	20
nor3	14
xnor2	40
ha	25
nand4	17
dfrtp	157
mux4	17
nand3	72
a21oi	28
edfxtp	128
mux2i	40
nor2	151
o21ai	42
and3	18
inv	34
xor2	37
or4	7
buf	26
nand2	101
nor2b	12
clkbuf	26
worst max-delay path, stage by stage (launching register included):
cell and delay (ps):
dfrtp_2 790, buf_4 390, mux4_2 530, nand3_1 90
nand4_1 180, or4_4 600, o2111ai_2 250, nand3_2 250
mux2i_1 180, a221o_1 250
where the power goes:
| group | leakage, uW | switching, uW | internal [uW] |
|---|---|---|---|
| logic | 0.00189 | 26.9 | 6.37 |
| clock network | 0.000524 | 983 | 1470 |
| registers | 0.00305 | 1.58 | 2520 |
| total | 0.00546 | 1010 | 4000 |
worst max-delay path by stage:
stage	endpoint	slack, ps
after CTS	the_game.index_reg[1]$_DFFE_PN0P_	1240
after global routing	the_game.index_reg[0]$_DFFE_PN0P_	1050
final	the_game.index_reg[1]$_DFFE_PN0P_	1260
placed cells by master (no fill, tap or decap), types with 4 or more instances in the layout:
cell	n
nor2_1	150
and2_1	5
mux2_2	20
conb_1	4
nand2_1	101
o21ai_0	42
or4_1	6
edfxtp_1	128
nand4_1	17
and3b_1	5
a22o_1	4
o31ai_1	12
inv_1	34
o22ai_1	5
nand3_1	71
inv_6	4
clkbuf_1	5
clkdlybuf4s50_1	17
nand2b_1	6
dfrtp_1	156
nor4_1	9
xor2_1	37
buf_4	13
ha_1	25
a22oi_1	5
a31oi_1	6
o211ai_1	4
mux2i_1	40
and3_1	18
xnor2_1	40
o21a_1	4
nand4b_1	5
a21oi_1	28
mux4_2	17
bufinv_16	5
nor3_1	14
and4_1	6
dfstp_2	4
clkbuf_16	31
nor2b_1	12
routing by layer:
metal / part of all wire / up-vias / track usage
met5: 0 / - / 0
met4: 0.024 / 0 / 0.0298
met3: 0.073 / 47 / 0.0445
met2: 0.45 / 245 / 0.188
met1: 0.45 / 4111 / 0.188
li1: - / 4111 / -
layout make-up:
type                            instances  area, sq um  share of cell area
Multi-Input combinational cell        762         5010               0.331
Sequential cell                       289         7880               0.521
Tap cell                              585          732              0.0484
Clock buffer                           38          822              0.0544
Clock inverter                         20          268              0.0177
Timing Repair Buffer                   31          279              0.0185
Inverter                               34          128             0.00844
cell families (layout without fill, tap and decap cells):
logic type      after synthesis  in the layout  synth area share
flops                       289            289             0.594
compound gates              135            135            0.0660
buf+inv                      86            123            0.0292
simple gates                444            444             0.160
fa+ha+maj                    25             25            0.0236
other cells                   1              4          0.000283
mux                          77             77            0.0760
xor+xnor                     77             77            0.0508
per-stage QoR:
stage | area [sq um] | std cells | setup slack (ps) | total power, uW | hold WS [ps]
after CTS | 15100 | 1759 | 1240 | 5070 | 389
after global routing | 15100 | 1759 | 1050 | 5170 | 399
after detailed placement | 14000 | 1701 | 1240 | 2600 | 375
after global placement | 14000 | 1701 | 1290 | 2600 | 373
after floorplan | 13300 | 1137 | 2160 | 2570 | 360
final | 15100 | 1759 | 1260 | 5010 | 378
Power and IR drop assume default switching activity.
